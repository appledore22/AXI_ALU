[flow/run.sh]
#!/bin/bash
# OpenROAD 26Q1-2900-gdf79404cd8, Yosys 0.63+post, stock flow scripts
make -C /OpenROAD-flow-scripts/flow DESIGN_CONFIG=/design/flow/config.mk WORK_HOME=/design/flow/orfs finish
[flow/config.mk]
export PLATFORM = sky130hd
export DESIGN_NAME = top
export DESIGN_NICKNAME = top
export VERILOG_FILES = /design/flow/design.v
export SDC_FILE = /design/flow/constraint.sdc
export NUM_CORES = 4
export LEC_CHECK = 1
export CORE_UTILIZATION = 50
[flow/constraint.sdc]
current_design top

set clk_period 5.8
set clk_io_pct 0.2

create_clock -name clk0 -period $clk_period [get_ports {clk}]

set non_clock_inputs [all_inputs -no_clocks]
set_input_delay [expr $clk_period * $clk_io_pct] -clock clk0 $non_clock_inputs
set_output_delay [expr $clk_period * $clk_io_pct] -clock clk0 [all_outputs]
[flow/design.v]
module top(clk,reset,wdata,wvalid,wready,rvalid,rdata,rready);
  input clk;
  input reset;
  input reg [9:0] wdata;
  input reg wvalid;
  output wready;	
  output rvalid;
  output [9:0] rdata;
  input reg rready;
  wire fifo_1_wready;
  wire fifo_1_rvalid;
  wire [9:0] fifo_1_rdata;
  wire [9:0] alu_wdata;
  wire alu_wvalid;
  wire alu_rready;
  wire fifo2_wready;
  axi_fifo fifo1(clk,reset,wdata,wvalid,wready,fifo_1_rvalid,fifo_1_rdata,alu_rready);
  axi_alu alu(clk,reset,alu_wdata,alu_wvalid,fifo2_wready,fifo_1_rvalid,fifo_1_rdata,alu_rready);
  axi_fifo fifo2(clk,reset,alu_wdata,alu_wvalid,fifo2_wready,rvalid,rdata,rready);
endmodule
module axi_alu(clk,reset,wdata,wvalid,wready,rvalid,rdata,rready);
  input clk;
  input reset;
  output reg [9:0] wdata;
  output reg wvalid;
  input wready;	
  input rvalid;
  input [9:0] rdata;
  output reg rready;
  parameter cycles = 4;
  reg [3:0] reg1;	 
  reg [3:0] reg2;	 
  reg [3:0] reg3;	 
  reg [9:0] reg4;	 
  reg [4:0] count;	
  assign wdata = reg4;
  always@(posedge clk)
    begin
      if(reset)
        begin
          wvalid <= 0;
          rready <= 1;
          reg1 <= 0;
          reg2 <= 0;
          reg3 <= 0;
          reg4 <= 0;
          count <= 0;
        end
      else
        begin
          if(rvalid && rready && wready)
            begin
              	reg1 <= rdata[3:0];
              	reg2 <= rdata[7:4];
              	reg3 <= rdata[9:8];
              	rready <= 0;
              	wvalid <= 0;
            end
          else
            if(wready)
              begin
                case(reg3)
                  0:begin
                    	reg4 <= reg1+reg2;
                    	wvalid <= 1;
	                    rready <= 1;
                  end
                  1:begin
                    	reg4 <= reg1-reg2;
                    	wvalid <= 1;                                        	
                    	rready <= 1;
                  end
                  2:begin
                    if(count == cycles-1)
                      begin
                        reg4 <= reg1*reg2;
                        wvalid <= 1;                                        	
                        rready <= 1;
                        count = 0;
                      end
                    else
                      begin
                        count = count + 1;
                        wvalid <= 0;
                    	rready <= 0;
                      end
                  end
                  3:begin
                    	reg4 <= reg1^reg2;
                    	wvalid <= 1;                                        	
                    	rready <= 1;
                  end
                endcase
              end
          	else
              	rready <= 0;
              end
    end
endmodule
module axi_fifo(clk,reset,wdata,wvalid,wready,rvalid,rdata,rready);
  input clk;
  input reset;
  input [9:0] wdata;
  input wvalid;
  output reg wready;	
  output reg rvalid;
  output reg [9:0] rdata;
  input rready;
  reg full;
  reg empty;
  reg [9:0] mem [8];
  reg [2:0] wptr;
  reg [2:0] rptr;
  assign wready = ~full;	 
  assign rvalid = ~empty;	 
  always@(posedge clk)
    begin
      if(reset)
        begin
          wptr <= 0;
          rptr <= 0;
          full <= 0;
          empty <= 1;
        end
      else
        begin
          if(wvalid && wready)       
              begin
                mem[wptr] <= wdata;
                empty <= 0;
                if(wptr == (rptr-1) || (wptr == 7 && rptr == 0))   
                	wptr <= wptr;
                else
                  wptr <= wptr +1;
              end          	
          	if(wptr == (rptr-1) || (wptr == 7 && rptr == 0))
              begin
              	full <= 1;
                empty <= 0;                
              end
          if(rptr == wptr)   
              begin
               empty <= 1;
               full  <= 0;
              end         	
        end      
    end 
  always@(negedge clk)   
    begin
      if(!empty)
              begin
                rdata <= mem[rptr];
                if(rready)
                	rptr <= rptr + 1;
              end
    end
endmodule
==> qor.txt <==
met3 Resource Use GR: 0.02863
Yosys warning total: 17
CP startpoint kind: flop
critical path, cell by cell: clkdlybuf4s50_1
vias in the first global route: 1,947
HPWL Detailed: 3.800 mm
met2 usage: 0.2537
CP required: 4.64 ns
die width: 85.36 microns
part of the power in the clock network: 0.363
Fin. Hold Viols: 0
CP max-delay cell: clkdlybuf4s50_1
Hold WS: 0.4337 ns
synthesized flop and latch total: 74
top_reg_cell synth: edfxtp_1
Setup-failing EPs final: 0
CTS buffer count: 9
final setup TNS: 0 ns
Ant. Diodes: 0
Pre-antenna DRT Iters: 4
number of port buffers: 24
met1 Use GR: 0.2559
antenna viol nets, final: 0
layout cells sized above 1: 0.07062
critical path arrival: 4.06 ns
Layout area overhead: 15.27%
clock skew: 0.04708 ns
# DRC: 0
drt wl/cell: 11.62 microns
Reg2Reg Launch Point: fifo1.empty
crit path max fanout: 2
Cell Area, Synth: 3475 sq um
global route hottest layer: met1
die height: 85.36 microns
Core Area: 6756 sq um
ys cells: 306
DRT Wirelength: 5.045 mm
register share after synthesis: 0.5358
pre-CTS worst setup slack: 0.9587 ns
reg-to-reg slack, setup: 1.97 ns
Hold Path Origin: alu.reg4[4]
crit path capture: rdata[9]
P_int: 0.8093 mW
hold buffers post-CTS: 0
H-tree depth: 3
CP startpoint: fifo2.rdata[8]
Hold WC Path Type: flop to flop
PostCTS Resize Cnt: 0
slowest stage delay, CP: 0.46 ns
status: complete, no violations
distinct lib cells: 44
CP delay by family, top: buffers and inverters
FP Util: 0.5143
Max Cap Viol: 0
pin count of the biggest net entering global routing: 37
DP Cell Count: 400
Worst setup EP type: output port
Clock Pin Slew Worst Setup and Hold Paths: 0.06 ns
setup repair bufs after CTS: 0
crit path buf inv count: 1
Max VDD drop: 0.1440 mV
CP Class: flop to output port
tool warnings: 51
Clock Sinks: 74
Congestion Overflow GR: 0
final core occ: 0.5928
max-slew violations: 0
insertion delay to the later sink of the worst-skew pair: 0.37 ns
Avg Cell Area, Syn: 11.35 sq um
Levels on crit path: 1
Tightest Pin Transition: 0.7490 ns
Rows: 30
vias: 2,167
Area leader share: 0.3284
Syn Inst Count: 306
CTS tree: yes
biggest area cells: edfxtp_1 (33%), dfxtp_1 (21%), ha_1 (9.7%)
relative slew slack: 0.4989
Post-synth EDFFs: 38
Power Density: 269.7 nW/um^2
global-route wire length before repair: 8.845 mm
GP Congestion: 0.8320
root buffer cell: clkbuf_8
setup repair after global routing missed its margin: no
Reg2Reg Depth: 1
DR iter-0 viols: 87
Leak: 1.653 nW
largest buffer count on any clock path: 2
RR Endpoint: fifo1.rdata[1]
full die area: 7286 sq um
initial antenna violation count: 0
Sw Ratio: 0.2509
Comb pwr share: 0.085
Total GRT Usage: 0.1600
ys async rst share: 0
yosys stat area: 3475 sq um
largest area contributor in the netlist: edfxtp_1
Flop pwr share: 0.552
fin cells: 434
Via density: 4.993
Top-Level Pins: 26
final worst slack: 0.5805 ns
Switch Pwr: 0.2710 mW
[power groups by stage]
| stage | sequential, mW | clock, mW | combinational (mW) |
|---|---|---|---|
| 5_1_grt | 0.600 | 0.443 | 0.105 |
| 4_1_cts | 0.597 | 0.407 | 0.0933 |
| 6_report | 0.596 | 0.392 | 0.0919 |
[cells in the mapped netlist, types with 3 or more instances]
| master | count |
|---|---|
| a211oi_1 | 6 |
| a21o_1 | 3 |
| a21oi_1 | 20 |
| and2_1 | 7 |
| clkbuf_1 | 7 |
| dfxtp_1 | 36 |
| edfxtp_1 | 38 |
| fa_1 | 6 |
| ha_1 | 27 |
| inv_1 | 29 |
| mux2i_1 | 9 |
| nand2_1 | 16 |
| nand2b_1 | 4 |
| nor2_1 | 42 |
| nor3_1 | 4 |
| o21a_1 | 3 |
| o21ai_0 | 7 |
| or4_1 | 3 |
| xnor2_1 | 3 |
| xor2_1 | 6 |
[state kept, by name, summed over array words and instances, names as in the netlist]
signal and count:
fifo2.mem 9, alu.count 5, alu.wvalid 1, fifo2.empty 1
fifo2.wptr 3, fifo1.empty 1, fifo2.full 1, fifo2.rdata 9
alu.reg2 4, alu.reg4 9, fifo1.rdata 10, fifo1.wptr 3
alu.rready 1, fifo1.mem 10, alu.reg3 2, fifo1.full 1
alu.reg1 4
[through the flow]
step | cell area [sq um] | total power [mW]
2_1_floorplan | 3475 | 0.6900
3_3_place_gp | 3761 | 0.7192
3_5_place_dp | 3761 | 0.7206
4_1_cts | 4005 | 1.097
5_1_grt | 4005 | 1.148
6_report | 4005 | 1.080
[logic make-up after synthesis]
group           count (synthesis)  share of synthesized area
xor+xnor                        9                    0.02269
fa+ha+maj                      33                     0.1318
flops                          74                     0.5358
compound gates                 50                    0.09651
mux                            10                    0.03241
buf+inv                        40                    0.04897
simple gates                   90                     0.1318
[cell type report]
cell class              instances  area [sq um]
clock inverters                24         106.4
multi-input cells             192          1443
clock buffers                  11         141.4
well taps                      80         100.1
inverters                      28         105.1
repair buffers                 25         247.7
flip-flops and latches         74          1862
fillers                       577          2751
[per-layer routing]
metal	vias to the layer above	part of all wire
met4	0	0.014
met5	-	0
met1	976	0.49
met2	41	0.46
li1	1142	-
met3	8	0.035
[worst min path at each step]
stage / endpoint / slack (ns) / depth (start not counted)
CTS: fifo2.mem[0][4] / 0.44 / 0
global route: fifo2.mem[0][0] / 0.44 / 0
finish: fifo2.mem[0][4] / 0.43 / 0
[placed cells by master (no fill, tap or decap), drive strengths merged, types with 2 or more instances in the layout]
cell	n
edfxtp	38
inv	47
nor3	4
dfxtp	36
xor2	6
clkdlybuf4s50	24
o21a	3
nand3b	2
nor3b	3
nand2b	5
a211oi	7
a21o	3
ha	27
nand2	16
o21ai	7
o211ai	2
fa	6
or4	3
mux2i	9
and2	7
nand4	2
a21oi	20
xnor2	3
nor2b	2
clkinv	5
a31oi	2
nor2	44
clkbuf	11
No activity file was given, so power comes from the tool's default toggle rates.
